--- design/flow/run.sh ---
#!/bin/bash
# OpenROAD 26Q1-2900-gdf79404cd8, Yosys 0.63+post, stock flow scripts
make -C /OpenROAD-flow-scripts/flow DESIGN_CONFIG=/design/flow/config.mk WORK_HOME=/design/flow/orfs finish
--- design/flow/config.mk ---
export PLATFORM = sky130hd
export DESIGN_NAME = stopwatch
export DESIGN_NICKNAME = stopwatch
export VERILOG_FILES = /design/flow/design.v
export SDC_FILE = /design/flow/constraint.sdc
export NUM_CORES = 4
export LEC_CHECK = 1
export CORE_UTILIZATION = 50
--- design/flow/constraint.sdc ---
current_design stopwatch

set clk_period 3.4
set clk_io_pct 0.2

create_clock -name clk0 -period $clk_period [get_ports {clk}]

set non_clock_inputs [all_inputs -no_clocks]
set_input_delay [expr $clk_period * $clk_io_pct] -clock clk0 $non_clock_inputs
set_output_delay [expr $clk_period * $clk_io_pct] -clock clk0 [all_outputs]
--- design/flow/design.v ---
module stopwatch (
    input  wire        clk,           
    input  wire        rst_n,         
    input  wire        start,         
    input  wire        clear,         
    output reg  [31:0] time_data      
);
parameter CLK_FREQ = 50_000_000;   
reg [31:0] clk_div_cnt;
reg        clk_100hz;
reg        running;
reg [3:0] hundredth_low;    
reg [3:0] hundredth_high;   
reg [3:0] second_low;       
reg [3:0] second_high;      
reg [3:0] minute_low;       
reg [3:0] minute_high;      
reg [3:0] hour_low;         
reg [3:0] hour_high;        
localparam DIV_CNT_MAX = CLK_FREQ / 200 - 1;
always @(posedge clk or negedge rst_n) begin
    if (!rst_n) begin
        clk_div_cnt <= 32'd0;
        clk_100hz <= 1'b0;
    end else begin
        if (clk_div_cnt >= DIV_CNT_MAX) begin
            clk_div_cnt <= 32'd0;
            clk_100hz <= ~clk_100hz;  
        end else begin
            clk_div_cnt <= clk_div_cnt + 1;
        end
    end
end
always @(posedge clk_100hz or negedge rst_n) begin
    if (!rst_n) begin
        running <= 1'b0;
    end else begin
        if (clear) begin
            running <= 1'b0;
        end else begin
            if(start) running<=1'b1;
            else running<=1'b0;
        end
    end
end
always @(posedge clk_100hz or negedge rst_n) begin
    if (!rst_n) begin
        hundredth_low  <= 4'd0;
        hundredth_high <= 4'd0;
        second_low     <= 4'd0;
        second_high    <= 4'd0;
        minute_low     <= 4'd0;
        minute_high    <= 4'd0;
        hour_low       <= 4'd0;
        hour_high      <= 4'd0;
    end else if (clear) begin
        hundredth_low  <= 4'd0;
        hundredth_high <= 4'd0;
        second_low     <= 4'd0;
        second_high    <= 4'd0;
        minute_low     <= 4'd0;
        minute_high    <= 4'd0;
        hour_low       <= 4'd0;
        hour_high      <= 4'd0;
    end else if (running) begin
        if (hundredth_low == 4'd9) begin
            hundredth_low <= 4'd0;
            if (hundredth_high == 4'd9) begin
                hundredth_high <= 4'd0;
                if (second_low == 4'd9) begin
                    second_low <= 4'd0;
                    if (second_high == 4'd5) begin
                        second_high <= 4'd0;
                        if (minute_low == 4'd9) begin
                            minute_low <= 4'd0;
                            if (minute_high == 4'd5) begin
                                minute_high <= 4'd0;
                                if (hour_low == 4'd9) begin
                                    hour_low <= 4'd0;
                                    if (hour_high == 4'd2) begin
                                        hour_high <= 4'd0;
                                    end else begin
                                        hour_high <= hour_high + 1'b1;
                                    end
                                end else begin
                                    hour_low <= hour_low + 1'b1;
                                end
                            end else begin
                                minute_high <= minute_high + 1'b1;
                            end
                        end else begin
                            minute_low <= minute_low + 1'b1;
                        end
                    end else begin
                        second_high <= second_high + 1'b1;
                    end
                end else begin
                    second_low <= second_low + 1'b1;
                end
            end else begin
                hundredth_high <= hundredth_high + 1'b1;
            end
        end else begin
            hundredth_low <= hundredth_low + 1'b1;
        end
    end
end
always @(*) begin
    time_data[3:0]   = hundredth_low;
    time_data[7:4]   = hundredth_high;
    time_data[11:8]  = second_low;
    time_data[15:12] = second_high;
    time_data[19:16] = minute_low;
    time_data[23:20] = minute_high;
    time_data[27:24] = hour_low;
    time_data[31:28] = hour_high;
end
endmodule
==> changes_impl.md <==
## Flow update

* Die H at 82.9 um
* EDFF count, synth at 0
* Port-buffer cells at 35
* MUX area fraction at 0.995%
* # diodes at 0
* Most instantiated logic cell after routing: dfrtp_1
* Net Sw Frac at 23.3%
* Hold Vio Cnt, Final at 0
* Final setup margin at 1430 ps
* Aoi share at 12.7%
* CP startpoint kind: flip-flop
* Yosys cell count at 311
* Final Cycle Share at 58.0%
* Worst hold slack at 433 ps
* Min Tclk post-route at 1970 ps
* Status: finished, final reports clean
* Die W at 82.9 um
* Initial antenna violation count at 0
* RD Place Congestion at 0.864
* Area leader share at 50.5%
* Comb area leader: simple AND/OR/NAND/NOR gates
* Layout cells sized above 1 at 8.40%
* Most frequent cells in the layout: dfrtp_1, clkdlybuf4s50_1, nor2_1
* CTS max path bufs at 2
* Worst Hold Class: input pin to async pin
* Synth Flop Type: dfrtp_1
* Yosys cell types at 56
* Avg WL per Cell at 12.8 um
* CP arrival at 2140 ps
* Max rail drop VDD at 0.261 mV
* Crit. End Element: flip-flop
* Mapped Area at 3270 um2
* Site row count at 29
* Slowest cell on the critical path: a221o_1
* Core box area at 6310 um2
* Vias per Instance at 5.45
* Pwr/cell area at 194 nW/um2
* Clock skew at 5.56 ps
* # IOs at 36
* Synth Area in Simple Gates at 20.5%
* Synth async-reset ratio at 100%
* Clock-pin transition on the worst setup and hold timing paths at 60 ps
* Setup Buffers After CTS at 0
* Yosys chip area at 3270 um2
* FP Util at 51.8%
* Post-synth area hogs: dfrtp_1, ha_1, o21ai_0
* Endpoints left unconstrained at 65
* Late-Pin Clk Latency at 280 ps
* Placement Setup Slack at 1420 ps
* Cell count after placement at 426
* Max Freq at 507 MHz
* CTS tree: done
* Worst-Margin Slew at 659 ps
* RSZ-0062 raised after global routing: false
* Grt total ovfl at 0
* Worst Reg-to-Reg Cells at 5
* Clock power frac at 36.6%
* Htree depth at 2
* WP depth at 5
* Max FO, Critical Path at 19
* Maximum capacitance violations at 0
* Crit path buffers/inverters at 0
* Max-slew violation count at 0
* Pin count of the biggest net entering global routing at 39
* Seq share, synth at 50.5%
* Seq cells post-synth at 66
* Final setup TNS at 0 ps
* Leading area contributor after synthesis: dfrtp_1
* Fillers at 552
* Worst Path Required at 3570 ps
* Flop pwr share at 55.3%
* DRC at 0
* DP HPWL at 3950 um
* CP max stage delay at 580 ps
* YS warnings at 1
* Non-filler cells, final at 434
* CTS root buf: clkbuf_8
* Via count at 2,367
* DRT Wirelength at 5540 um
* LEAKAGE at 1.63 nW
* Register pins left without a clock at 33
* Relative slew slack at 56.1%
* Total GRT Usage at 18.0%
* CP cell instances: ha_1 > nand4_1 > nand3_1 > a221o_1 > o21ba_2
* Final setup violation count at 0
* Logic pwr share at 8.1%
* Vias in the first global route at 2,263
* CTS resizes at 0
* Syn Inst Count at 311
* Area Overhead vs Synth at 15.5%
* CP Class: flip-flop to flip-flop
* Die area at 6870 um2
* Tool warnings at 34
* CP delay by family, top: AND-OR/OR-AND gates
* Drt pass-1 iters at 4
* CTS hold repair buffers at 0
* Post-DRT Antenna Nets at 0
* First-pass GRT wire length at 10,000 um
* Pint at 0.000563 W
* Yosys xor share at 4.02%
* Post-Synth Adder-Cell Area at 6.51%
* Final Util at 59.8%
* First-iteration detailed-routing DRC count at 97
* Number of buffers created by CTS at 5
* Mean Syn Cell Area at 10.5 um2
* Sw Pwr at 0.000171 W
## logic make-up (layout without fill, tap and decap cells)
group,Yosys count,count (layout)
AND-OR/OR-AND,60,60
XOR/XNOR,15,15
multiplexers,3,3
flip-flops,66,66
adder cells (fa/ha/maj),17,17
buffers and inverters,29,62
other,1,14
AND/OR/NAND/NOR,120,120
## metrics by stage
stage	cell area (um2)	total power, W
after global placement	3690	0.000475
after detailed placement	3690	0.000475
after global routing	3780	0.000767
after CTS	3780	0.000745
final	3780	0.000734
after floorplan	3320	0.000448
## power by group through the flow
stage | clock [W] | combinational, W | sequential, W
4_1_cts | 0.000277 | 0.0000618 | 0.000406
5_1_grt | 0.000291 | 0.0000699 | 0.000407
6_report | 0.000269 | 0.0000593 | 0.000406
## cells in the mapped netlist (2+ instances only)
master	count
a21oi_1	8
buf_6	3
or2_2	4
a21o_1	2
nand2_1	12
o41ai_1	4
xnor2_1	4
and3_1	5
ha_1	17
nand3b_1	2
buf_2	2
nor3b_1	3
clkbuf_1	4
and3b_1	2
or3_1	7
o21ai_0	22
nor2_1	27
inv_1	15
xor2_1	11
nand4_1	9
nand3_1	16
nor4_1	6
a31oi_1	2
a21boi_0	2
and3b_2	5
mux2_2	2
nor3_1	10
o31ai_1	9
dfrtp_1	66
nand2b_1	4
## sequential cells by signal, summed over array words and instances, names as in the netlist
register and cells:
clk_div_cnt 32, hour_high 4, hour_low 4, hundredth_high 4, hundredth_low 4, minute_high 4, minute_low 4, second_high 4
second_low 4, clk_100hz 1, running 1
## final cells by class
| type | count | area, um2 | share of cell area, % |
|---|---|---|---|
| well taps | 77 | 96.3 | 2.55 |
| flip-flops and latches | 66 | 1650 | 43.7 |
| repair buffers | 39 | 375 | 9.94 |
| inverters | 15 | 56.3 | 1.49 |
| multi-input cells | 229 | 1510 | 40.1 |
| clock buffers | 6 | 72.6 | 1.92 |
| clock inverters | 2 | 10.0 | 0.265 |
## routing by layer
| metal | global-route usage (%) | share of wire (%) |
|---|---|---|
| met1 | 27.5 | 48 |
| met2 | 30.7 | 48 |
| met3 | 1.41 | 2.6 |
| met4 | 2.19 | 1.5 |
| met5 | 0 | 0 |
## path summary, 6_finish.rpt
kind	startpoint	slack, ps	to
worst max-delay path	clk_div_cnt[0]$_DFF_PN0_	1430	clk_div_cnt[17]$_DFF_PN0_
worst min-delay path	rst_n	430	clk_div_cnt[9]$_DFF_PN0_
worst max register to register	clk_div_cnt[0]$_DFF_PN0_	1430	clk_div_cnt[17]$_DFF_PN0_
worst min register to register	clk_100hz$_DFFE_PN0P_	470	clk_100hz$_DFFE_PN0P_
max in group asynchronous	rst_n	2640	clk_div_cnt[3]$_DFF_PN0_
min in group clk0	clk_100hz$_DFFE_PN0P_	470	clk_100hz$_DFFE_PN0P_
No activity file was given, so power comes from the tool's default toggle rates.
